==> flow/run.sh <==
#!/bin/bash
# OpenROAD 26Q1-2900-gdf79404cd8, Yosys 0.63+post, stock flow scripts
make -C /OpenROAD-flow-scripts/flow DESIGN_CONFIG=/design/flow/config.mk WORK_HOME=/design/flow/orfs finish
==> flow/design.v <==
`timescale 1ns / 1ps
module breakthecode(
    input clk,            
    input reset,
    input confirm,
    input start,
    input [15:0] switches,
    output [3:0] A,
    output [3:0] B,
    output [7:0] AN,
    output [7:0] CN,
    output red,
    output blue,
    output green
    );
wire [3:0] display_digit[8];
wire timer_expires;
wire timer_enable;
wire reset_timer;
wire reset_b;
wire reset_dclk_b;
wire confirm_b;
wire start_b;
wire select_timerDisplay;
wire codeBreak;
wire gameStart;
pulse_synchronizer isync_reset   (.clk(clk), .in(reset), .outb (reset_b));
pulse_synchronizer isync_confirm (.clk(clk), .in(confirm), .outb (confirm_b));
pulse_synchronizer isync_start   (.clk(clk), .in(start), .outb (start_b));
timer i_timer (
    .clk    (clk),
    .resetb (reset_b),
    .enable (timer_enable),           
    .reset_timer (reset_timer),
    .timer_expires (timer_expires),    
    .display_digit (display_digit)     
);
gameLogic i_gameLogic (
     .clk    (clk),
     .resetb (reset_b),
     .start  (~start_b),
     .confirmSel (~confirm_b),
     .switches (switches),
     .timer_enable (timer_enable),  
     .timer_expires (timer_expires),
     .reset_timer  (reset_timer),
     .correctCode (A),
     .correctLoc  (B),
     .gameStart   (gameStart),
     .codeBreak   (codeBreak)
);
eightSegmentLEDdriver i_LEDDriver (
    .clk    (clk),
    .resetb (reset_b),
    .digits(display_digit),
    .AN (AN),
    .COUT (CN)
);
colorLEDDriver i_colorLEDDriver (
    .clk  (clk),
    .resetb (reset_b),
    .startgame (gameStart),    
    .breakcode (codeBreak),    
    .green (green),   
    .red (red),     
    .blue (blue)     
 );
endmodule
`timescale 1ns / 1ps
module breakthecode_wrapper(
    input clk,            
    input reset,
    input confirm,
    input start,
    input [15:0] SW,
    output [3:0] A,
    output [3:0] B,
    output [7:0] AN,
    output [7:0] CN,
    output red,
    output blue,
    output green
    );
    breakthecode i_breakthecode (
      .clk(clk),            
      .reset(reset),
      .confirm(confirm),
      .start(start),
      .switches(SW),
      .A(A),
      .B(B),
      .AN(AN),
      .CN(CN),
      .red(red),
      .blue(blue),
      .green(green)
    );
endmodule
`timescale 1ns / 1ps
module colorLEDDriver(
    input  clk,
    input  resetb,
    input  startgame,
    input  breakcode,
    output logic green,
    output logic red,
    output logic blue
    );
    localparam real CLK_PERIOD = 10.0;   
    localparam real CARRIER_FREQ = 50.0;  
    localparam real PULSE_WIDTH = 1000000 / CARRIER_FREQ;   
    localparam PULSE_COUNT = int'(PULSE_WIDTH / (2 * CLK_PERIOD));
    localparam PULSE_CNT_WIDTH = $clog2(PULSE_COUNT);
    logic [PULSE_CNT_WIDTH-1:0]  pulse_cnt;
    always_ff @(posedge clk or negedge resetb)
      if (!resetb) begin
        pulse_cnt <= {PULSE_CNT_WIDTH{1'b0}};
        green <= 1'b0;
        red   <= 1'b0;
        blue  <= 1'b0;
      end else begin
        if (startgame) begin
          if (pulse_cnt == PULSE_COUNT) begin
            pulse_cnt <= {PULSE_CNT_WIDTH{1'b0}};
            if (breakcode) begin
              green <= ~green;
              red  <= 1'b0;
              blue <= 1'b0;
            end else begin
              green <= 1'b0;
              red <= ~red;
              blue <= 1'b0;
            end
          end else pulse_cnt <= pulse_cnt + 1;
        end
      end
endmodule
module eightSegmentLEDdriver (
  input  wire clk,
  input  wire resetb,
  input wire [3:0] digits[8],
  output reg [7:0] AN,
  output [7:0] COUT
);
    localparam real CLK_PERIOD = 10.0;   
    localparam real REFRESH_RATE = 16000000.0;   
    localparam POSITION_CHANGE_CYCLE = int'((REFRESH_RATE/CLK_PERIOD) / 8);  
    localparam POSITION_CNT_WIDTH = $clog2(POSITION_CHANGE_CYCLE);
    logic [POSITION_CNT_WIDTH-1:0] change_position_cnt;  
    logic [2:0] digit_cnt;
    always_ff @(posedge clk or negedge resetb)
      if (!resetb) begin
        AN <= 8'b1111_1110;
        change_position_cnt <= {POSITION_CNT_WIDTH{1'b0}};
        digit_cnt <= 3'b000;
      end else begin
        if (change_position_cnt == POSITION_CHANGE_CYCLE) begin
           change_position_cnt <= {POSITION_CNT_WIDTH{1'b0}};
           digit_cnt <= digit_cnt + 1;
           AN <= {AN[6:0],AN[7]};
        end else change_position_cnt <= change_position_cnt + 1;
      end
     assign COUT = digitDisplayConvert(digits[digit_cnt],(digit_cnt == 'd2)); 
   function [7:0] digitDisplayConvert;
     input [3:0] value;
     input withDot;
     case (value)
        0:  digitDisplayConvert = {7'b0000001,~withDot}; 
        1:  digitDisplayConvert = {7'b1001111,~withDot}; 
        2:  digitDisplayConvert = {7'b0010010,~withDot}; 
        3:  digitDisplayConvert = {7'b0000110,~withDot}; 
        4:  digitDisplayConvert = {7'b1001100,~withDot}; 
        5:  digitDisplayConvert = {7'b0100100,~withDot}; 
        6:  digitDisplayConvert = {7'b0100000,~withDot}; 
        7:  digitDisplayConvert = {7'b0001111,~withDot}; 
        8:  digitDisplayConvert = {7'b0000000,~withDot}; 
        9:  digitDisplayConvert = {7'b0001100,~withDot};
        default: digitDisplayConvert = 8'b11111111;
      endcase
   endfunction 
endmodule     
`timescale 1ns / 1ps
module gameLogic(
    clk,
    resetb,
    start,              
    confirmSel,         
    switches,     
    timer_enable,
    timer_expires,       
    reset_timer,
    correctCode,   
    correctLoc,    
    gameStart,    
    codeBreak     
    );
    (* mark_debug = "true" *) input   clk;
    (* mark_debug = "true" *) input   resetb;
    (* mark_debug = "true" *) input   start;              
    (* mark_debug = "true" *) input   confirmSel;         
    input [15:0]  switches;     
    (* mark_debug = "true" *) output reg timer_enable;
    input  timer_expires;       
    output reg reset_timer;
    output reg [3:0] correctCode;  
    output reg [3:0] correctLoc;    
 (* mark_debug = "true" *) output reg       gameStart;    
 (* mark_debug = "true" *) output reg       codeBreak;     
 (* mark_debug = "true" *) enum logic [1:0] {PREGAME = 0, GAMERUN = 1, CHECKCODE = 2, DONE =3} state;
 (* mark_debug = "true" *) logic [15:0] breakcode;   
 integer i,j;
 logic       userSetCode;
 logic [3:0] matchPt[4];
 logic [31:0] rotated_Code;
 logic [15:0] random_code;
 logic [15:0] playercode;
  prbs_gen i_prbs_gen(
    .clk (clk),
    .resetb (resetb),
    .seed_in(11'b111_1111_1110),   
    .datout(random_code)
    );
 assign rotated_Code = {playercode, playercode};
  always_comb begin
    for (i=0;i<4;i++)
      for (j=0;j<4;j++) matchPt[i][j] = ~|(rotated_Code[(i*4+(4*j)) +: 4] ^ breakcode[4*j +:4]);   
 end  
 always_ff @(posedge clk or negedge resetb)
   if (!resetb) begin
     correctCode <= 4'b0000;
     correctLoc <= 4'b0000;
     gameStart <= 1'b0;
     timer_enable <= 1'b0;
     codeBreak <= 1'b0;
     state <= PREGAME;
     breakcode <= 16'h0000;  
     playercode <= 16'h0000;
     reset_timer <= 1'b0;
     userSetCode <= 1'b0;
   end else begin
     case (state)
     PREGAME:
       begin
         if (start) begin
           state <= GAMERUN;
           reset_timer <= 1'b1;
           timer_enable <= 1'b1;
           gameStart <= 1'b0;
           breakcode <= (userSetCode) ? playercode : random_code;
         end else begin
           state <= PREGAME;
           if (confirmSel) begin
             playercode <= switches;
             userSetCode <= 1'b1;
           end
         end
       end
      GAMERUN:
        begin
          reset_timer <= 1'b0;
          userSetCode <= 1'b0;
          if (timer_expires) begin
            state <= DONE;
            timer_enable <= 1'b0;
          end else if (confirmSel) begin 
            playercode <= switches;
            state <= CHECKCODE;
          end
        end
      CHECKCODE:
        begin
          if (timer_expires) begin 
            state <= DONE;
            timer_enable <= 1'b0;
          end
          else begin
            gameStart <= 1'b1;
            correctLoc <= remapLED(matchPt[0]);
            correctCode <= remapLED(matchPt[0] | matchPt[1] | matchPt[2] | matchPt[3]);
            if (playercode == breakcode) begin
              state <= DONE;
              codeBreak <= 1'b1;
              timer_enable <= 1'b0;
            end else begin
              state <= GAMERUN;
              codeBreak <= 1'b0;
            end
          end
        end
       DONE: 
       begin
         if (start) begin
           state <= GAMERUN;
           reset_timer <= 1'b1;
           timer_enable <= 1'b1;
           gameStart <= 1'b0;
         end else state <= DONE;
       end
      endcase;
    end
function [3:0] remapLED;
  input [3:0] in;
  case(in)
    4'b0001, 4'b0010, 4'b0100, 4'b1000: remapLED = 4'b0001;
    4'b0011, 4'b0101, 4'b1001, 4'b0110, 4'b1010, 4'b1100: remapLED = 4'b0011; 
    4'b0111, 4'b1101, 4'b1110, 4'b1011: remapLED = 4'b0111;
    4'b1111: remapLED = 4'b1111;
    default: remapLED = 4'b0000;
  endcase
endfunction
endmodule
`timescale 1ns / 1ps
module prbs_gen
 #(
  parameter BIT_COUNT = 16,
  parameter  REMAINDER_SIZE = 11,
  parameter [REMAINDER_SIZE:0] CRC_POLYNOMIAL = 'b1010_0000_0001  
) (
  input clk,
  input resetb,
  input [REMAINDER_SIZE-1:0] seed_in,     
  output reg [BIT_COUNT-1:0] datout
);
reg [REMAINDER_SIZE:0] nCRC;                        
reg [REMAINDER_SIZE-1:0] poly_ip;
reg load_seed;
reg [(BIT_COUNT-1):0] data;
always_ff @(posedge clk or negedge resetb)
  if (!resetb) begin
    datout <= 'b0;
    poly_ip <= 'b0;
    load_seed <= 'b1;
  end else begin
    load_seed <= 'b0;
    datout <= data; 
    if (load_seed) poly_ip <= seed_in;
    else poly_ip <= nCRC[REMAINDER_SIZE:1];   
  end 
integer i;
always @ * begin
  nCRC = {poly_ip,^(CRC_POLYNOMIAL & {poly_ip,1'b0})};   
  for(i=1;i<BIT_COUNT;i=i+1) begin                      
    data[i-1] = nCRC[0];                                  
    nCRC = {nCRC,^(CRC_POLYNOMIAL & {nCRC[(REMAINDER_SIZE-1):0],1'b0})};   
  end
  data[(BIT_COUNT-1)] = nCRC[0];   
end
endmodule
`timescale 1ns / 1ps
module pulse_synchronizer(
    input clk,
    input in,
    output outb
    );
logic [1:0] ff_delay;
    always_ff @(posedge clk or posedge in)
      if (in) ff_delay <= 2'b00;
      else ff_delay <= {ff_delay[0],1'b1};
assign outb = ff_delay[1];
endmodule
`timescale 1ns / 1ps
module timer (
    input  wire  clk,
    input  wire  resetb,
    input  wire  enable,
    input  wire  reset_timer,
    output reg  timer_expires,
    output reg [3:0] display_digit[8]
    );
  localparam real CLK_PERIOD = 10.0;   
  localparam SEC_DIV100_CNT = int'(10000000 / CLK_PERIOD);   
  localparam CLOCK_CNT_WIDTH = $clog2(SEC_DIV100_CNT);
  localparam  COUNTTIME = 180;
  localparam TIME_COUNT_WIDTH = $clog2(180);
  integer i;
  logic [CLOCK_CNT_WIDTH-1:0] second_cnt;   
  logic [6:0] loop_cnt;
  logic [TIME_COUNT_WIDTH-1:0] timer_cnt;
  wire  timer_finished = (timer_cnt == 0) && (loop_cnt == 0);
  always_ff @(posedge clk or negedge resetb)
    if (!resetb ) begin
      timer_expires <= 1'b0;
      second_cnt <= {CLOCK_CNT_WIDTH{1'b0}}; 
      loop_cnt <= 7'b0;
      for (i=0;i<8;i++) display_digit[i] <= 4'b0;
      timer_cnt <= COUNTTIME;   
    end else if (reset_timer) begin
      timer_expires <= 1'b0;
      second_cnt <= {CLOCK_CNT_WIDTH{1'b0}}; 
      loop_cnt <= 7'b0;
      for (i=0;i<8;i++) display_digit[i] <= 4'b0;
      timer_cnt <= COUNTTIME;    
    end else begin
       timer_expires <= timer_finished;
       for (i=0; i <= 5;i++) display_digit[i+2] <= (timer_cnt % (10**(i+1))) / (10 ** i);
	   for (i=0; i <= 1;i++) display_digit[i] <= (loop_cnt % (10**(i+1))) / (10 ** i);
       if (enable & ~timer_finished) begin
         if (second_cnt == SEC_DIV100_CNT) begin
             second_cnt <= {CLOCK_CNT_WIDTH{1'b0}};
            if (loop_cnt == 'd0) begin
              loop_cnt <= 'd99;
              if (timer_cnt != 0) timer_cnt <= timer_cnt - 1;
              else timer_cnt <= 0;            
            end else loop_cnt <= loop_cnt - 1;   
          end else second_cnt <= second_cnt + 1;  
        end   
      end
endmodule
==> flow/constraint.sdc <==
current_design breakthecode_wrapper

set clk_period 7.8
set clk_io_pct 0.2

create_clock -name clk0 -period $clk_period [get_ports {clk}]

set non_clock_inputs [all_inputs -no_clocks]
set_input_delay [expr $clk_period * $clk_io_pct] -clock clk0 $non_clock_inputs
set_output_delay [expr $clk_period * $clk_io_pct] -clock clk0 [all_outputs]
==> flow/config.mk <==
export PLATFORM = sky130hd
export DESIGN_NAME = breakthecode_wrapper
export DESIGN_NICKNAME = breakthecode_wrapper
export VERILOG_FILES = /design/flow/design.v
export SDC_FILE = /design/flow/constraint.sdc
export NUM_CORES = 4
export LEC_CHECK = 1
export CORE_UTILIZATION = 40
export SYNTH_HDL_FRONTEND = slang
==> results.txt <==
Physical implementation status

The largest net degree at the start of global routing stands at 59. After detailed routing, the average wire length per cell comes to between 15 and 20 µm. After detailed routing, the total wire length is roughly 26000 µm. The count of cells in the finished layout, fillers not included, comes to between 1500 and 2000. The met2 usage in global routing stands at 0.253. The share of total power dissipated in combinational logic is 0.348.

The post-synthesis cell count stands at approximately 1300. The area of all placed cells without fillers stands at between 0.01 and 0.015 mm². The final weighted congestion recorded by global placement is between 0.8 and 0.9. The initial antenna violation count stands at 0. Among all flip-flop cells after synthesis, the most frequent one is sky130_fd_sc_hd__dfrtp_1. The clock slew at the register clock pins of the worst setup and hold paths stands at 0.07 ns. The hold-fix buffer count after cts stands at 0. Clock latency on the worst-skew pair, taken at its later pin, is around 0.43 ns. The via count of the first global-routing pass stands at roughly 8600. roughly 47 I/O pins were placed. Summed over all cells, the static leakage comes to between 0.005 and 0.006 µW. The synthesized area divided by synthesized cell count stands at 9.00 µm². The timing-limited maximum frequency stands at between 0.15 and 0.2 GHz. The pre-placement core utilization stands at 0.412. The number of antenna diodes stands at 0.

The detailed router's first-iteration violation count stands at approximately 800. The number of levels in the clock H-tree stands at 4. The fraction of final layout cells with drive strength greater than 1 stands at 0.109. The vertical extent of the die stands at around 170 µm. The final timing report lists a hold violation count of 0.

Summed over all nets, the half-perimeter wirelength after detailed placement is 18500 µm. The final count of negative-setup-slack endpoints stands at 0. In the routed layout, each cell is associated on average with a via count of ~5.5. Per the timing report, the biggest fanout along the worst path comes to 11. The post-synthesis register bit count stands at between 150 and 200. The OpenROAD warning count stands at about 40. The power density over the cells stands at about 250 mW/mm². Summed over all failing endpoints, the final setup total negative slack is 0 ns. The post-placement cell area stands at ~0.013 mm².

Setup repair after global routing left no endpoint under its margin. For this run, the register share of the synthesized area comes to 0.374. After layout, the minimum clock period comes to roughly 5.3 ns. The netlist area before placement stands at ~0.012 mm². Counting along the longest clock path gives a buffer depth of 2.

Looking at the post-CTS report, the setup buffer insertion count equals 0. According to the timing report, the arrival time at the worst endpoint equals 3.70 ns. The area added between synthesis and finish stands at 10.1%.

The largest clock skew in the final design stands at approximately 0.011 ns. The number of placement rows stands at between 60 and 70. The number of distinct library cell variants in the gate-level netlist after synthesis stands at between 100 and 150.

The core footprint stands at about 0.029 mm². At the pin with the least slew margin, the transition time is approximately 0.9 ns. The die outline area stands at between 0.03 and 0.04 mm².

The biggest area contributor in the post-synthesis netlist is sky130_fd_sc_hd__dfrtp_1. The worst setup path is captured at a primary output. The post-synth tally of flip-flops with integrated enable stands at 0. The number of gates resized after cts stands at 0. The total number of yosys warnings stands at 0.

In the Yosys report the total cell count is between 1000 and 1500. For this run, global-route usage on met3 was measured as 0.0262. The most common cell in the synthesized netlist is sky130_fd_sc_hd__dfrtp_1.

The total routing resource utilization after global routing stands at 0.181. The share of total power dissipated in the clock network is 0.244. The worst-case IR drop observed on VDD is 178 µV. The via count stands at roughly 9500. After synthesis, the chip area reported by Yosys is 0.0119 mm². Per the GRT congestion report, total overflow comes to 0.

For reference, the top cells by count after synthesis are 165 x sky130_fd_sc_hd__dfrtp_1, 115 x sky130_fd_sc_hd__nand2_1, 112 x sky130_fd_sc_hd__nor2_1. Final hold analysis gives a worst-case slack of approximately 0.13 ns. The critical path in this run is classified as reg2out. The worst setup path is launched from a flop.

The clock net in this run drives a total of roughly 180 sinks. The final timing summary puts the cycle share of the worst path at 0.675. The script computed the net switching share of total power as 0.369. The most critical min-delay path falls under reg2async. Per the OpenROAD power report, switching power amounts to approximately 1200 µW. The share of flip-flops with an asynchronous set or reset after synthesis stands at 1.00. The count of maximum capacitance violations stands at 0.

The required time of the critical path stands at ~6.2 ns. The portion of total power attributed to sequential cells stands at 0.408. The number of placed instances, taps included, is 1681.

The tightest slew margin relative to the limit stands at 0.397. The total clock buffers created by CTS stands at 17. The max-slew violation count stands at 0. Before antenna repair, the detailed router went through 5 iterations.

The die outline width stands at 175 µm. The met1 usage in global routing stands at 0.313. The area share of the largest cell type after synthesis stands at 0.346. The number of nets still failing antenna checks after routing stands at 0.

Measured on the finished design, the core utilization comes to 0.453. The number of design rule violations left after detail routing stands at 0. The placement report lists the number of port buffers as about 45.

The global-route wire length before repair stands at about 45000 µm. met1 is the most crowded layer. The internal portion of the total power is ~2100 µW. By area the synthesized netlist is led by sky130_fd_sc_hd__dfrtp_1 35%, sky130_fd_sc_hd__xnor2_1 6.1%, sky130_fd_sc_hd__xor2_1 3.8%. Per the CTS log, the root buffer master is sky130_fd_sc_hd__clkbuf_16. The run finished with clean final reports. TritonCTS built the clock tree.
## sequential cells by signal, indices dropped and copies added (netlist names), 4 cells and up
signal	count
i_breakthecode.i_gameLogic.correctCode	4
i_breakthecode.i_LEDDriver.change_position_cnt	18
i_breakthecode.i_gameLogic.i_prbs_gen.poly_ip	11
i_breakthecode.i_LEDDriver.AN	8
i_breakthecode.i_timer.display_digit	18
i_breakthecode.i_colorLEDDriver.pulse_cnt	10
i_breakthecode.i_timer.timer_cnt	8
i_breakthecode.i_gameLogic.i_prbs_gen.datout	16
i_breakthecode.i_gameLogic.state	4
i_breakthecode.i_gameLogic.correctLoc	4
i_breakthecode.i_timer.second_cnt	20
i_breakthecode.i_gameLogic.playercode	16
i_breakthecode.i_gameLogic.breakcode	16
i_breakthecode.i_timer.loop_cnt	7
## critical path, stage by stage (launching register included)
cell,delay (ns)
sky130_fd_sc_hd__dfrtp_1,0.53
sky130_fd_sc_hd__mux4_2,0.56
sky130_fd_sc_hd__nor2b_1,0.15
sky130_fd_sc_hd__a31oi_1,0.60
sky130_fd_sc_hd__inv_1,0.08
sky130_fd_sc_hd__o21ai_0,0.49
sky130_fd_sc_hd__a21boi_0,0.25
sky130_fd_sc_hd__o22ai_1,0.14
sky130_fd_sc_hd__clkdlybuf4s50_1,0.49
## layer usage
metal	routed length (µm)	part of all wire
met1	14100	0.53
met2	11000	0.42
met3	1030	0.039
met4	267	0.010
met5	0	0
## stage by stage
| stage | setup WS (ns) | power (µW) |
|---|---|---|
| 6_report | 2.54 | 3280 |
| 5_1_grt | 2.16 | 3520 |
| 4_1_cts | 2.46 | 3300 |
| 3_3_place_gp | 2.89 | 2480 |
| 3_5_place_dp | 2.76 | 2480 |
| 2_1_floorplan | 2.62 | 2160 |
## final cells by class
cell class                      count  area [µm²]
Fill cell                        2722       15900
Tap cell                          384         480
Sequential cell                   178        4470
Timing Repair Buffer               59         556
Multi-Input combinational cell   1022        6940
Clock buffer                       18         429
Clock inverter                     14         125
Inverter                           38         143
## logic make-up (layout without fill, tap and decap cells)
| group | Yosys count | after routing | share of synthesized area |
|---|---|---|---|
| AND/OR/NAND/NOR | 452 | 452 | 0.190 |
| AND-OR/OR-AND | 339 | 339 | 0.199 |
| flip-flops | 178 | 178 | 0.374 |
| XOR/XNOR | 135 | 135 | 0.0990 |
| buffers and inverters | 130 | 129 | 0.0466 |
| multiplexers | 59 | 59 | 0.0571 |
| adder cells (fa/ha/maj) | 32 | 32 | 0.0333 |
| other | 2 | 5 | 0.000629 |
## worst paths after layout
path	startpoint	endpoint	slack [ns]	cells after the start
min	i_breakthecode.isync_reset.ff_delay[1]$_DFF_PP0_	i_breakthecode.i_LEDDriver.change_position_cnt[14]$_DFF_PN0_	0.13	0
min in group clk0	i_breakthecode.isync_start.ff_delay[0]$_DFF_PP0_	i_breakthecode.isync_start.ff_delay[1]$_DFF_PP0_	0.35	0
max	i_breakthecode.i_LEDDriver.digit_cnt[0]$_DFFE_PN0N_	CN[7]	2.54	8
max reg2reg	i_breakthecode.i_timer.timer_cnt[4]$_DFFE_PN1P_	i_breakthecode.i_timer.display_digit[16]$_DFF_PN0_	2.67	15
min reg2reg	i_breakthecode.isync_reset.ff_delay[1]$_DFF_PP0_	i_breakthecode.i_LEDDriver.change_position_cnt[14]$_DFF_PN0_	0.13	0
max in group asynchronous	i_breakthecode.isync_reset.ff_delay[1]$_DFF_PP0_	i_breakthecode.i_timer.second_cnt[4]$_DFFE_PN0P_	6.02	2
## power groups by stage
stage | sequential (µW) | clock, µW | combinational, µW
after CTS | 1340 | 827 | 1140
after global routing | 1360 | 861 | 1300
final | 1340 | 801 | 1140
## cells in the final DEF, fill, tap and decap left out, types with 6 or more instances in the layout
cell type                         netlist  routed
sky130_fd_sc_hd__a211o_1               10      10
sky130_fd_sc_hd__a211oi_1              11      11
sky130_fd_sc_hd__a21o_1                 9       9
sky130_fd_sc_hd__a21oi_1               65      65
sky130_fd_sc_hd__a22oi_1                7       7
sky130_fd_sc_hd__a311oi_1               6       6
sky130_fd_sc_hd__a31oi_1               15      15
sky130_fd_sc_hd__and2_1                 8       8
sky130_fd_sc_hd__and3_1                15      15
sky130_fd_sc_hd__buf_4                  6      14
sky130_fd_sc_hd__clkbuf_16              0      17
sky130_fd_sc_hd__clkdlybuf4s50_1        0      45
sky130_fd_sc_hd__dfrtp_1              165     164
sky130_fd_sc_hd__dfstp_2               13      13
sky130_fd_sc_hd__ha_1                  31      31
sky130_fd_sc_hd__inv_1                 35      35
sky130_fd_sc_hd__mux2_2                26      26
sky130_fd_sc_hd__mux2i_1               27      27
sky130_fd_sc_hd__nand2_1              115     115
sky130_fd_sc_hd__nand2b_1              16      16
sky130_fd_sc_hd__nand3_1               39      39
sky130_fd_sc_hd__nand4_1               31      31
sky130_fd_sc_hd__nor2_1               112     112
sky130_fd_sc_hd__nor2b_1               11      11
sky130_fd_sc_hd__nor3_1                29      28
sky130_fd_sc_hd__nor4_1                14      13
sky130_fd_sc_hd__o211ai_1              11      11
sky130_fd_sc_hd__o21a_1                16      16
sky130_fd_sc_hd__o21ai_0               83      83
sky130_fd_sc_hd__o21ai_1                7       7
sky130_fd_sc_hd__o22ai_1               14      14
sky130_fd_sc_hd__o31ai_1                9       9
sky130_fd_sc_hd__or2_2                 18      18
sky130_fd_sc_hd__or3_1                 13      13
sky130_fd_sc_hd__xnor2_1               83      83
sky130_fd_sc_hd__xor2_1                52      52
Power is estimated from default activity; no workload was simulated.
